==> design.v <==
module msrv32_instruction_mux (
    input flush_in,
    input [31:0] ms_risc32_mp__instr_in,
    output [2:0] funct3_out,
    output [4:0] rs1addr_out,rs2addr_out,rdaddr_out,
    output [6:0] opcode_out,funct7_out,
    output [11:0] csr_addr_out,
    output [31:7] instr_out 
);
wire [31:0] instr_mux;
assign instr_mux    = flush_in? 32'h00000013 : ms_risc32_mp__instr_in;
assign opcode_out   = instr_mux[6:0];
assign funct3_out   = instr_mux[14:12];
assign funct7_out   = instr_mux[31:25];
assign csr_addr_out = instr_mux[31:20];
assign rs1addr_out  = instr_mux[19:15];
assign rs2addr_out  = instr_mux[24:20];
assign rdaddr_out   = instr_mux[11:7];
assign instr_out    = instr_mux[31:7];
endmodule
==> run.sh <==
#!/bin/bash
# OpenROAD 26Q1-2900-gdf79404cd8, Yosys 0.63+post, stock flow scripts
make -C /OpenROAD-flow-scripts/flow DESIGN_CONFIG=/design/flow/config.mk WORK_HOME=/design/flow/orfs finish
==> config.mk <==
export PLATFORM = sky130hd
export DESIGN_NAME = msrv32_instruction_mux
export DESIGN_NICKNAME = msrv32_instruction_mux
export VERILOG_FILES = /design/flow/design.v
export SDC_FILE = /design/flow/constraint.sdc
export NUM_CORES = 4
export LEC_CHECK = 1
export CORE_AREA = 10 10 70 70
export DIE_AREA = 0 0 80 80
==> constraint.sdc <==
current_design msrv32_instruction_mux

set clk_period 1.0
set clk_io_pct 0.2

create_clock -name clk0 -period $clk_period

set non_clock_inputs [all_inputs -no_clocks]
set_input_delay [expr $clk_period * $clk_io_pct] -clock clk0 $non_clock_inputs
set_output_delay [expr $clk_period * $clk_io_pct] -clock clk0 [all_outputs]
==> flow_metrics.tcl <==
# collected from the flow reports
set metrics [dict create \
    worst_slew_pin_slew_ns 0.1265 \
    post_synth_fa_ha_maj_area_fraction 0 \
    grt_pass1_wl_um 4422 \
    die_y_um 80 \
    wl_per_cell_um 15.28 \
    timing.hold.worst_path_depth 3 \
    finalHoldViolations 0 \
    setup_violations 27 \
    globalRoute.totalOverflow 0 \
    yosys_cells 72 \
    outcome "finished, violations left" \
    gp_routability_congestion 0.7167 \
    mostFrequentLayoutCells "58 x buf_2, 32 x dlygate4sd2_1, 26 x nor2b_4" \
    worstPathCellList "buf_12 > buf_16 > buf_12 > buf_12 > nor2b_4 > buf_2" \
    crit_path_max_fanout 6 \
    synth.yosys.warnings 0 \
    yosysUniqueCellTypes 5 \
    critical_path.slowest_cell "buf_16" \
    synth-simple-area-share 0.4010 \
    powerDensity_nw_per_um2 359.5 \
    layout.cell_area.non_filler_um2 1368 \
    dieWidth_um 80 \
    fin_crit_ns 1.092 \
    layout_worst_path_cycle_share 1.092 \
    route.antenna.remaining_nets 0 \
    stage_log_warnings 34 \
    largest_area_cell "buf_4" \
    rsz0062_at_grt "true" \
    yosys.area_share.aoi 0 \
    critPathLaunchType "input pin" \
    hold_class "in -> out" \
    num_vias 672 \
    pin_count_of_the_biggest_net_entering_global_routing 9 \
    detail_route.antenna_diodes 0 \
    drt_iter0_markers 4 \
    fp_util 0.1462 \
    max-slew-margin-rel 0.9157 \
    power_leakage_nw 0.8221 \
    finalWorstSetupSlack_ns -0.09169 \
    placement_rows 21 \
    vias_in_the_first_global_route 818 \
    core_box_area_um2 3416 \
    crit_path_end_kind "output port" \
    clkbuf_count 0 \
    all_layer_gr_usage 0.08428 \
    timing.hold.ws_ns 0.7526 \
    pin_count 102 \
    final_common_cell "buf_2" \
    timing.critical_path.arrival_ns 0.89 \
    mux_area_frac 0 \
    avgSynthCellArea_um2 6.934 \
    drive_gt1_frac 0.7432 \
    synth.top_cell.area_share 0.5564 \
    post_synth_instance_area_um2 499.2 \
    violations_in_the_final_reports "setup timing" \
    drv.max_cap_violation_count 0 \
    remaining_design_rule_violation_count 0 \
    fmax_ghz 0.9160 \
    xor_area_frac 0 \
    synth-seq-area-share 0 \
    flop-count 0 \
    synthCells 72 \
    peakVddDrop_v 0.0001273 \
    ys_area_um2 499.2 \
    min_from "ms_risc32_mp__instr_in[0]" \
    wire_length_reported_by_the_detailed_router_um 2964 \
    drt-vias-per-instance 3.464 \
    dominant_non_sequential_cell_family_after_synthesis "buffers and inverters" \
    syn2layout_area_growth_pct 173.9 \
    worstPathRequired_ns 0.80 \
    floorplan.die_area_um2 6400 \
    number_of_antenna_violations_at_the_first_check_in_global_routing 0 \
    placedInstanceArea_um2 1299 \
    timing_worst_setup_path_type "in -> out" \
    ff_latch_area_um2 0 \
    cp_slowest_stage_delay_ns 0.14 \
    slew_violations 0 \
    path_common_cell "buf_12" \
    io_buffers 102 \
    topCellsByArea "buf_4 56%, nor2b_1 36%, or2_1 3.8%" \
    hold-path-endpoint "opcode_out[0]" \
    drt_first_pass_iters 2 \
    post_cts_hold_buffer_count 0 \
]
[synthesized netlist by cell type, drive strengths merged]
cell / instances
or2: 3
buf: 40
nor2b: 29
[final cells by class]
class / count / area [um^2]
fill: 360 / 2048
multi-input combinational: 32 / 395.4
timing repair buffer: 116 / 914.6
tap: 46 / 57.56
[repair_timing]
item,4_1_cts,5_1_grt
buffers inserted,14,1
pin swaps,3,0
gates cloned,2,0
gates resized,310,10
endpoints found under the setup margin,69,45
[worst max-delay path: cells and delay by family]
kind | cells | cell delay, ns
simple gates | 1 | 0.10
buf+inv | 5 | 0.59
[worst max-delay path by stage]
stage,end,slack (ns),startpoint,depth (start not counted)
finish,instr_out[30],-0.09,flush_in,6
global route,funct7_out[5],-0.12,flush_in,6
CTS,instr_out[30],-0.10,flush_in,6
[where the power goes]
group	switching [mW]	total (mW)	internal, mW
Sequential	0	0	0
Clock	0	0	0
Combinational	0.145	0.492	0.347
Total	0.145	0.492	0.347
[routing by layer]
| metal | wire length [um] | track usage |
|---|---|---|
| met5 | 0 | 0 |
| met4 | 0 | 0 |
| met3 | 339 | 0.03295 |
| met2 | 1412 | 0.1421 |
| met1 | 1212 | 0.1048 |
[cell families (layout without fill, tap and decap cells)]
logic type             count (synthesis)  after routing
buffers and inverters                 40            116
AND/OR/NAND/NOR                       32             32
[metrics by stage]
step	setup TNS, ns	utilization	cells	total power [mW]	worst slack [ns]
after floorplan	0	-	72	0.1518	0.2079
after global placement	-48.05	0.3802	181	0.4737	-0.7567
after detailed placement	-48.76	0.3802	181	0.4720	-0.7671
after CTS	-1.121	0.4084	195	0.5097	-0.1012
after global routing	-2.356	0.4004	194	0.5394	-0.1218
final	-0.9193	0.4004	194	0.4916	-0.09169
Power is estimated from default activity; no workload was simulated.
